===== /design/flow/run.sh =====
#!/bin/bash
# OpenROAD 26Q1-2900-gdf79404cd8, Yosys 0.63+post, stock flow scripts
make -C /OpenROAD-flow-scripts/flow DESIGN_CONFIG=/design/flow/config.mk WORK_HOME=/design/flow/orfs finish

===== /design/flow/constraint.sdc =====
current_design sata_phyinit

set clk_period 3.2
set clk_io_pct 0.2

create_clock -name clk0 -period $clk_period [get_ports {i_clk}]
create_clock -name clk1 -period $clk_period [get_ports {i_phy_clk}]

set non_clock_inputs [all_inputs -no_clocks]
set_input_delay [expr $clk_period * $clk_io_pct] -clock clk0 $non_clock_inputs
set_output_delay [expr $clk_period * $clk_io_pct] -clock clk0 [all_outputs]

===== /design/flow/config.mk =====
export PLATFORM = sky130hd
export DESIGN_NAME = sata_phyinit
export DESIGN_NICKNAME = sata_phyinit
export VERILOG_FILES = /design/flow/design.v
export SDC_FILE = /design/flow/constraint.sdc
export NUM_CORES = 4
export LEC_CHECK = 1
export CORE_UTILIZATION = 30

===== /design/flow/design.v =====
`default_nettype none
`timescale	1ns/1ps
module	sata_phyinit (
		input	wire		i_clk, i_reset,
		input	wire		i_power_down,
		output	wire		o_pll_reset,
		input	wire		i_pll_locked,
		output	wire		o_gtx_reset,
		input	wire		i_gtx_reset_done,
		input	wire		i_phy_clk,
		output	wire		o_err,
		output	wire		o_user_ready,
		output	wire		o_complete,
		output	reg	[31:0]	o_debug
	);
	localparam	[3:0]	FSM_POWER_DOWN   = 4'h0,
				FSM_PLL_RESET    = 4'h1,
				FSM_PLL_WAIT     = 4'h2,
				FSM_GTX_RESET    = 4'h3,
				FSM_USER_READY   = 4'h4,
				FSM_GTX_WAIT     = 4'h5,
				FSM_CDRLOCK_WAIT = 4'h6,
				FSM_READY        = 4'h8;
	reg	[3:0]	fsm_state;
	reg	[6:0]	fsm_counter;
	reg		fsm_zero;
	reg		r_cdr_zerowait;
	reg	[10:0]	r_cdr_wait;
	wire		cdr_lock;
	reg		watchdog_timeout;
	reg	[19:0]	watchdog_timer;
	reg	[4:0]	pll_lock_pipe;
	reg		pll_locked;
	reg	[4:0]	gtx_reset_pipe;
	reg		gtx_reset_done;
	reg		r_pll_reset, r_gtx_reset, r_user_ready, r_complete;
	reg	[2:0]	aux_clk_counter;
	reg		last_phyck_msb, phyck_msb, phyck_msb_xpipe, lost_clock,
			aux_clk;
	reg	[5:0]	lost_clk_counter;
	reg		valid_clock;
	reg	[2:0]	clk_counts;
	always @(posedge i_clk)
	if (i_reset || i_power_down || o_pll_reset)
		{ pll_locked, pll_lock_pipe } <= 0;
	else
		{ pll_locked, pll_lock_pipe } <= { pll_lock_pipe,i_pll_locked };
	always @(posedge i_clk)
	if (i_reset || i_power_down || o_pll_reset || o_gtx_reset)
		{ gtx_reset_done, gtx_reset_pipe } <= 0;
	else
		{ gtx_reset_done, gtx_reset_pipe }
					<= { gtx_reset_pipe, i_gtx_reset_done };
	always @(posedge i_clk)
	if (i_reset || i_power_down || fsm_state < FSM_CDRLOCK_WAIT)
		{ r_cdr_zerowait, r_cdr_wait } <= 0;
	else if (!r_cdr_zerowait)
		{ r_cdr_zerowait, r_cdr_wait } <= r_cdr_wait + 1'b1;
	assign	cdr_lock = r_cdr_zerowait;
	initial	{ aux_clk, aux_clk_counter } = 0;
	always @(posedge i_phy_clk)
		{ aux_clk, aux_clk_counter } <= { aux_clk, aux_clk_counter } +1;
	initial	{ phyck_msb, phyck_msb_xpipe } = 0;
	always @(posedge i_clk)
	if (i_reset || i_power_down || r_gtx_reset)
		{ phyck_msb, phyck_msb_xpipe } <= 0;
	else
		{ phyck_msb, phyck_msb_xpipe } <= { phyck_msb_xpipe, aux_clk };
	initial	last_phyck_msb = 0;
	always @(posedge i_clk)
	if (i_reset || i_power_down || r_gtx_reset)
		last_phyck_msb <= 0;
	else
		last_phyck_msb <= phyck_msb;
	initial	{ lost_clock, lost_clk_counter } = -1;
	initial	clk_counts  = 0;
	initial	valid_clock = 1'b0;
	always @(posedge i_clk)
	if (r_gtx_reset)
	begin
		{ lost_clock, lost_clk_counter } <= -1;
		clk_counts <= 0;
		valid_clock <= 0;
	end else if (phyck_msb != last_phyck_msb)
	begin
		{ lost_clock, lost_clk_counter } <= 0;
		if (!valid_clock)
			{ valid_clock, clk_counts } <= clk_counts + 1;
	end else if (!lost_clock)
		{ lost_clock, lost_clk_counter } <= lost_clk_counter + 1;
	else begin
		valid_clock <= 1'b0;
		clk_counts <= 0;
	end
	initial	r_pll_reset = 1'b1;
	initial	r_gtx_reset = 1'b1;
	initial	r_user_ready = 1'b0;
	initial	r_complete   = 1'b0;
	always @(posedge i_clk)
	if (i_reset || i_power_down)
	begin
		fsm_state   <= FSM_POWER_DOWN;
		fsm_counter <= 100;
		fsm_zero    <= 0;
		r_pll_reset <= 1;
		r_gtx_reset <= 1;
		r_user_ready <= 0;
		r_complete   <= 0;
	end else begin
		if (fsm_counter > 0)
			fsm_counter <= fsm_counter - 1;
		fsm_zero    <= (fsm_counter <= 1);
		r_pll_reset <= 0;
		r_gtx_reset <= 0;
		r_user_ready<= 0;
		r_complete  <= 0;
		case(fsm_state)
		FSM_POWER_DOWN:	begin
			r_pll_reset <= 1;
			r_gtx_reset <= 1;
			if (fsm_zero)
			begin
				fsm_state   <= FSM_PLL_RESET;
				fsm_counter <= 0;
				fsm_zero    <= 1;
			end end
		FSM_PLL_RESET: begin
			r_pll_reset <= 1;
			r_gtx_reset <= 1;
			if (fsm_zero)
			begin
				fsm_state   <= FSM_PLL_WAIT;
				fsm_counter <= 4;
				fsm_zero    <= 0;
				r_pll_reset <= 0;
			end end
		FSM_PLL_WAIT: begin
			r_gtx_reset <= 1;
			if (fsm_zero && pll_locked)
			begin
				fsm_state   <= FSM_GTX_RESET;
				fsm_counter <= 50;	 
				fsm_zero    <= 0;
			end end
		FSM_GTX_RESET: begin
			r_gtx_reset <= 1;
			if (fsm_zero && !gtx_reset_done)
			begin
				fsm_state   <= FSM_USER_READY;
				fsm_counter <= 4;
				fsm_zero    <= 0;
				r_gtx_reset <= 0;
			end end
		FSM_USER_READY: if (fsm_zero && valid_clock && !lost_clock)
			begin
			fsm_state   <= FSM_GTX_WAIT;
			fsm_counter <= 4;
			fsm_zero    <= 0;
			r_user_ready <= 1;
			end
		FSM_GTX_WAIT: begin
			r_user_ready <= 1;
			if (fsm_zero && gtx_reset_done)
			begin
				fsm_state   <= FSM_CDRLOCK_WAIT;
				fsm_counter <= 4;
				fsm_zero    <= 0;
			end end
		FSM_CDRLOCK_WAIT: begin
			r_user_ready <= 1;
			if (fsm_zero && cdr_lock)
			begin
				fsm_state   <= FSM_READY;
				fsm_counter <= 4;
				fsm_zero    <= 0;
				r_complete  <= 1'b1;
			end end
		FSM_READY: begin
			r_user_ready <= 1;
			r_complete   <= 1;
			if (fsm_zero)
			begin
				fsm_state   <= FSM_READY;
				fsm_counter <= 0;
				fsm_zero    <= 1;
			end end
		default: begin
			fsm_state   <= FSM_PLL_RESET;
			fsm_counter <= 0;
			fsm_zero    <= 1;
			end
		endcase
		if (!pll_locked && fsm_state > FSM_PLL_WAIT)
		begin
			fsm_state   <= FSM_PLL_RESET;
			fsm_counter <= 4;
			fsm_zero    <= 0;
		end else if (watchdog_timeout && fsm_state > FSM_GTX_RESET)
		begin
			fsm_state   <= FSM_GTX_RESET;
			fsm_counter <= 4;
			fsm_zero    <= 0;
		end
	end
	always @(posedge i_clk)
	if (i_reset || i_power_down
		|| (watchdog_timeout && fsm_state > FSM_GTX_RESET))
	begin
		watchdog_timer   <= 0;
		watchdog_timeout <= 0;
	end else if (fsm_state == FSM_READY)
	begin
		watchdog_timer <= 0;
		watchdog_timeout <= 0;
	end else if (!watchdog_timeout)
	begin
		{ watchdog_timeout, watchdog_timer }
			<= { watchdog_timeout, watchdog_timer } + 1;
	end
	assign	o_err = (watchdog_timeout && fsm_state > FSM_GTX_RESET);
	assign	o_pll_reset = r_pll_reset;  
	assign	o_gtx_reset = r_gtx_reset;  
	assign	o_user_ready = r_user_ready;  
	assign	o_complete = r_complete;	 
	always @(posedge i_clk)
	begin
		o_debug <= 0;
		o_debug[31] <= valid_clock && lost_clock;
		o_debug[22] <= o_gtx_reset;
		o_debug[21] <= o_pll_reset;
		o_debug[20] <= o_err;
		o_debug[19] <= o_user_ready;
		o_debug[18] <= o_complete;
		o_debug[17] <= fsm_zero;
		o_debug[16] <= watchdog_timeout;
		o_debug[15] <= i_power_down;
		o_debug[14] <= r_cdr_zerowait;	 
		o_debug[13] <= valid_clock;
		o_debug[12] <= gtx_reset_done;
		o_debug[11] <= pll_locked;
		o_debug[10:4] <= fsm_counter;
		o_debug[3:0] <= fsm_state;
	end
endmodule

==> impl_metrics.yaml <==
# generated from flow reports
grt:
  grt_pass1_vias: 2821
  grt_first_pass_wirelength_um: 13600
  antenna_found_initial: 0
  grt_usage_pct: 11.7
  grt_max_degree: 26
  grt_overflow_total: 0
timing:
  worstMarginPinSlew_ns: 0.872
  finalSetupTns_ns: 0
  setup_violations: 0
  rsz0062_at_grt: "false"
  hold_violations: 0
  relSlewSlack_pct: 41.4
  worst_slack_ns: 0.419
  fin_skew_ns: 0.00939
  slew_violations: 0
setup_path:
  slowest_delay_ns: 0.84
  arrival_ns: 2.14
  ff2ff_path_depth: 5
  crit_buf_inv: 2
  path_cells: "o21ai_0, inv_1, clkdlybuf4s50_1"
  path_max_fanout: 25
  cp_top_family: "flip-flops"
  timing.rr.end: "fsm_counter[3]"
  criticalPathCategory: "flip-flop to output port"
  cp-end-kind: "output port"
  r2r-start: "fsm_state[2]"
  cp.required_ns: 2.56
  worstSetupStartpointType: "flip-flop"
  cp_slowest_cell: "dfxtp_1"
  rrSetupSlack_ns: 0.84
final_layout:
  drive_gt1_share_pct: 5.23
  mostFrequentLayoutCell: "dfxtp_1"
  lay_top_cells: "dfxtp_1 (103), nor2_1 (53), clkdlybuf4s50_1 (33)"
  area_growth_pct: 19.1
  fin_area_mm2: 0.00496
  fillers: 1296
die:
  fp-utilization_pct: 31.1
  io_pins: 43
  rows: 42
  die_h_um: 120
  core_region_area_mm2: 0.0134
  dieWidth_um: 120
  chipArea_mm2: 0.0144
yosys:
  ys_cells: 444
  synth_area_mm2: 0.00416
  netlist_instances: 444
  synthDistinctLibCells: 53
  ys_async_sr_fraction_pct: 0
  synth-area-yosys_mm2: 0.00416
  ys_warn_count: 1
  avgSynthCellArea_um2: 9.38
  ys_seq_share_pct: 49.5
  flop_cell: "dfxtp_1"
  edf_count: 0
  numSynthFlops: 103
cts:
  post_cts_resized: 0
  hold_buffers: 0
  cts_sinks: 103
  cts_tree: "yes"
  clk_pin_slew_ns: 0.07
  post-cts-setup-buffers: 0
routing:
  wirelength_um: 7940
  vias: 3050
  dr.first_iter.drc_count: 220
  drt-pass1-iter-count: 6
  routedWlPerCell_um: 12.1
  viasPerCell: 4.66
  insertedDiodeCount: 0
  antenna_left: 0
  post-route-drc-count: 0
hold_path:
  hold-path-endpoint: "phyck_msb_xpipe"
  hold_path.class: "flip-flop to flip-flop"
  worstHoldStart: "aux_clk"
  whs_path_depth: 1
pwr:
  p_sw_mw: 0.492
  p_per_area_mw_per_mm2: 507
  seqPwrFrac_pct: 51.7
  power_frac_comb_pct: 2.1
  vdd_drop_max_mv: 0.516
  clockPowerShare_pct: 46.2
  internal_power_mw: 2.02
  p_leak_nw: 1.81
  switching_share_pct: 19.6
status:
  status: "finished, final reports clean"
place:
  io_buffers: 33
  gp_congestion: 0.881
  dpl_worst_slack_ns: 0.834
  hpwlAfterDp_um: 5370
  post_dp_cell_area_mm2: 0.00462
flow_run:
  max_cap_viol_count: 0
  log.warning_count: 28
## Yosys cell counts, types with 6 or more instances
cell type | n | share of area (%)
buf_4 | 8 | 1.4
nand2_1 | 29 | 2.6
and3_1 | 6 | 0.90
a21o_1 | 7 | 1.3
and2_1 | 18 | 2.7
clkbuf_1 | 12 | 1.1
xor2_1 | 27 | 5.7
nand4_1 | 16 | 2.4
xnor2_1 | 15 | 3.2
o21ai_0 | 15 | 1.8
inv_1 | 9 | 0.81
ha_1 | 8 | 2.4
nor3_1 | 12 | 1.4
nor2_1 | 53 | 4.8
mux2i_1 | 8 | 1.9
o21ai_1 | 6 | 0.72
a21oi_1 | 15 | 1.8
dfxtp_1 | 103 | 50
nand3_1 | 12 | 1.4
buf_2 | 7 | 0.84
## worst max path at each step
| stage | slack [ns] | to | cells after the start | start |
|---|---|---|---|---|
| 4_1_cts | 0.42 | o_err | 3 | fsm_state[2] |
| 5_1_grt | 0.27 | o_err | 3 | fsm_state[2] |
| 6_report | 0.42 | o_err | 3 | fsm_state[2] |
## state kept, by name (all words and copies together) (netlist names), 3 cells and up
register,cells
o_debug,24
watchdog_timer,20
r_cdr_wait,11
fsm_counter,7
lost_clk_counter,6
gtx_reset_pipe,5
pll_lock_pipe,5
fsm_state,4
aux_clk_counter,3
clk_counts,3
## per-layer routing
metal / up-vias / global-route usage, % / wire (µm)
met5: - / 0 / 0
met4: 0 / 1.80 / 106
met3: 10 / 2.52 / 326
met2: 62 / 17.7 / 3510
met1: 1397 / 17.9 / 4000
li1: 1581 / - / -
## cell type report
cell class / count / area [µm²] / share of cell area [%]
Sequential cell: 103 / 2060 / 41.6
Clock inverter: 2 / 12.5 / 0.252
Clock buffer: 16 / 325 / 6.56
Tap cell: 176 / 220 / 4.44
Multi-Input combinational cell: 310 / 1950 / 39.2
Inverter: 11 / 41.3 / 0.832
Timing Repair Buffer: 36 / 353 / 7.11
## kinds of logic (layout without fill, tap and decap cells)
family	count (synthesis)	after routing	share of synthesized area [%]
adders and majority gates	8	8	2.40
muxes	8	8	1.92
xor gates and xnor gates	42	42	8.83
and+or+nand+nor	171	171	21.0
other	1	8	0.0901
DFF	103	103	49.5
buffers and inverters	38	65	4.36
AOI/OAI and AO/OA	73	73	11.9
## power groups by stage
stage	Sequential [mW]	Combinational (mW)	Clock (mW)
after global routing	1.30	0.0587	1.26
after CTS	1.30	0.0531	1.20
final	1.30	0.0527	1.16
## metrics by stage
step	hold WS (ns)	power, mW	utilization, %	instances
CTS	0.350	2.55	37.0	654
global route	0.376	2.62	37.0	654
global placement	0.370	1.38	34.5	636
floorplan	0.310	1.36	-	451
finish	0.357	2.51	37.0	654
detailed placement	0.368	1.38	34.5	636
Power figures rest on the tool's default switching activity, not on a simulated workload.
